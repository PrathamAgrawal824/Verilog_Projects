$ cat flow/run.sh
#!/bin/bash
# OpenROAD 26Q1-2900-gdf79404cd8, Yosys 0.63+post, stock flow scripts
make -C /OpenROAD-flow-scripts/flow DESIGN_CONFIG=/design/flow/config.mk WORK_HOME=/design/flow/orfs finish
$ cat flow/config.mk
export PLATFORM = sky130hd
export DESIGN_NAME = Datapath
export DESIGN_NICKNAME = Datapath
export VERILOG_FILES = /design/flow/design.v
export SDC_FILE = /design/flow/constraint.sdc
export NUM_CORES = 4
export LEC_CHECK = 1
export CORE_UTILIZATION = 50
$ cat flow/constraint.sdc
current_design Datapath

set clk_period 6.6
set clk_io_pct 0.2

create_clock -name clk0 -period $clk_period [get_ports {clk}]

set non_clock_inputs [all_inputs -no_clocks]
set_input_delay [expr $clk_period * $clk_io_pct] -clock clk0 $non_clock_inputs
set_output_delay [expr $clk_period * $clk_io_pct] -clock clk0 [all_outputs]
$ cat flow/design.v
`timescale 1ns / 1ps
module Datapath(gt,lt,eq,ldA,ldB,sel1,sel2,sel_in,data_in,clk);
input ldA,ldB,sel1,sel2,sel_in,clk;
input[15:0]data_in;
output gt,lt,eq;
wire [15:0]Aout,Bout,x,y,bus,subout;
PIPO A(Aout,bus,ldA,clk);
PIPO B(Bout,bus,ldB,clk);
MUX MUX_in1(x,Aout,Bout,sel1);
MUX MUX_in2(y,Aout,Bout,sel2);
MUX MUX_load(bus,subout,data_in,sel_in);
SUB SB(subout,x,y);
COMPARE CMP(lt,gt,eq,Aout,Bout);
endmodule
module PIPO(data_out,data_in,load,clk);
input[15:0]data_in;
input load,clk;
output reg[15:0]data_out;
always@(posedge clk)
if(load) data_out<=data_in;
endmodule
module MUX(out,in0,in1,sel);
input[15:0]in0,in1;
input sel;
output wire [15:0] out;
assign out=sel?in1:in0;
endmodule
module SUB(out,in1,in2);
input[15:0]in1,in2;
output wire [15:0] out;
assign out = in1 - in2;
endmodule
module COMPARE(lt,gt,eq,data1,data2);
input [15:0]data1,data2;
output lt,eq,gt;
assign lt=data1<data2;
assign gt=data1>data2;
assign eq=data1==data2;
endmodule
==> ci_impl_report.md <==
## PnR job results

| Metric | Value |
|---|---|
| H-tree depth | 2 |
| Max_cap viols | 0 |
| Detailed-route DRC error count | 0 |
| Adder share | 14.85% |
| Maximum clock path buffer count | 2 |
| Yosys reg bits | 32 |
| Final period util | 62.27% |
| Worst slew margin | 66.62% |
| Fmax | 0.2433 GHz |
| RD Place Congestion | 0.9083 |
| Final wirelength | 5.714 mm |
| Area grow syn2layout | 13.80% |
| Pwr Density | 348.9 nW/µm² |
| HPWL Detailed | 4.227 mm |
| Clock sink count | 32 |
| Crit. Startpoint | sel1 |
| RSZ-0062 raised after global routing | false |
| Core ar. | 5205 µm² |
| Vias in the first global route | 1954 |
| Tmin final | 4.110 ns |
| Critical path required time | 6.67 ns |
| Ys cells | 272 |
| Row count | 26 |
| Ant diodes | 0 |
| Ports | 25 |
| Initial DRC Count | 93 |
| Post-cts sizing count | 0 |
| Setup TNS | 0 ns |
| Chip Area, Yosys | 2746 µm² |
| DIE WIDTH | 76.12 µm |
| Global route total overflow | 0 |
| Final Max Tran Viols | 0 |
| Ys Warns | 1 |
| DR WL/cell | 15.49 µm |
| AO/OA Area Share | 18.86% |
| Top cell area share | 34.99% |
| Chip area | 5793 µm² |
| GRT Overall Usage | 21.92% |
| Mean Syn Cell Area | 10.10 µm² |
| CP max FO | 16 |
| Setup ws final | 2.490 ns |
| Dominant kind of combinational cell | AND-OR/OR-AND gates |
| Main synth FF type | edfxtp_1 |
| Hold Path Depth | 4 |
| Port bufs | 24 |
| Post-synth top area cell | edfxtp_1 |
| Leakage | 0.001311 µW |
| Setup crit start kind | primary input |
| Number of enable flip-flop cells | 32 |
| Reg-to-Reg Start | B.data_out[0]$_DFFE_PP_ |
| Vias/cell | 5.542 |
| Maximum vdd drop | 0.1788 mV |
| Tally of OpenROAD warnings | 26 |
| Min-delay src | B.data_out[0]$_DFFE_PP_ |
| Fraction of layout cells with a size suffix above 1 | 12.37% |
| Main area contributors | edfxtp_1 35%, ha_1 14%, mux2_2 6.2% |
| CTS tree | yes |
| Hold buffer count at cts | 0 |
| Largest net degree at the start of global routing | 28 |
| Clock transition at the registers of the reported paths | 0.06 ns |
| CP Capture Type | register |
| XORs/XNORs by Area | 2.551% |
| Mux share | 11.98% |
| CTS Buf Count | 5 |
| R2R cell count | 9 |
| FP Core Util | 52.76% |
| Initial antenna violation count | 0 |
| Fraction of registers with async set or reset after synthesis | 0% |
| Die Height | 76.12 µm |
| Post-CTS Setup Inserts | 0 |
| Distinct lib cells | 56 |
| Yosys top cell by instances | edfxtp_1 |
| Top post-synthesis cells by count | 32 x edfxtp_1, 31 x ha_1, 28 x nand2_1, 21 x inv_1 |
| Synth Instances | 272 |
| ANT nets after route | 0 |
| Syn Std Cell Area | 2746 µm² |
| Register area share after synthesis | 34.99% |
| Clk root buf | clkbuf_8 |
| Insertion delay at the late pin of the worst-skew pair | 0.28 ns |
| TritonRoute pass-1 iters | 4 |
| # setup viols final | 0 |
| Worst-Margin Slew | 0.5006 ns |
| Post-place setup slack | 2.236 ns |
| Critical path type | primary input to register |
| Simple Share, Synth | 11.34% |
| Hold Crit Class | register to register |
| Worst Clk Skew | 0.002768 ns |
| Status | finished, final reports clean |
| Final-report hold violation count | 0 |
| Critical path arrival | 4.18 ns |
| Vias | 2045 |
| First-pass GRT wire length | 9.666 mm |
## stage by stage
step	hold slack [ns]	util [%]	total power, µW	area (µm²)	std cells
after floorplan	0.8007	-	808.5	2746	272
after global placement	0.8538	58.51	946.9	3045	361
after detailed placement	0.8628	58.51	947.3	3045	361
after CTS	0.8721	60.05	1094	3126	369
after global routing	0.9372	60.05	1190	3126	369
final	0.8686	60.05	1090	3126	369
## logic make-up after synthesis
family,count (synthesis)
AOI/OAI and AO/OA,72
xor gates and xnor gates,8
adders and majority gates,32
buffers and inverters,32
DFF,32
muxes,31
and+or+nand+nor,65
## registers in the layout, summed over array words and instances, names as in the netlist
name,cells
B.data_out,16
A.data_out,16
## final timing paths
kind	endpoint	slack, ns
setup / recovery	A.data_out[14]$_DFFE_PP_	2.49
hold / removal	A.data_out[0]$_DFFE_PP_	0.87
setup reg to reg	A.data_out[14]$_DFFE_PP_	3.88
hold reg to reg	A.data_out[0]$_DFFE_PP_	0.87
## final cells by class
class                           instances  area, µm²
Fill cell                             455       2079
Multi-Input combinational cell        208       1637
Sequential cell                        32      960.9
Timing Repair Buffer                   29      277.8
Tap cell                               70      87.58
Inverter                               22      82.58
Clock buffer                            7      76.32
Clock inverter                          1      3.754
## cell usage in the layout, fill, tap and decap left out, types with 10 or more instances in the layout
master / count
mux2_2: 15
nand2_1: 28
nor2_1: 10
edfxtp_1: 32
o21ai_0: 16
ha_1: 31
a21oi_1: 15
clkdlybuf4s50_1: 24
inv_1: 21
mux2i_1: 16
## metal layers
layer | GRT usage, % | part of all wire (%) | vias up
met4 | 2.885 | 1.6 | 0
met5 | 0 | 0 | -
met2 | 33.00 | 43 | 57
li1 | - | - | 1073
met1 | 35.02 | 50 | 907
met3 | 5.109 | 6.1 | 8
## where the power goes
group	total (µW)	switching (µW)	internal (µW)
combinational	612	339	273
sequential	339	37.9	301
clock	140	66.7	73.2
total	1090	443	647
## worst max-delay path, cell delays in order
cell and delay, ns:
clkdlybuf4s50_1 0.45, buf_4 0.25, mux2i_1 0.23, ha_1 0.21, inv_1 0.06, fa_1 0.41
a211oi_1 0.41, o21ai_1 0.23, nand3_1 0.16, a21boi_0 0.10, o31ai_1 0.34
Power and IR drop assume default switching activity.
