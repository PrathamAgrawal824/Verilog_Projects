<file path="design/flow/run.sh">
#!/bin/bash
# OpenROAD 26Q1-2900-gdf79404cd8, Yosys 0.63+post, stock flow scripts
make -C /OpenROAD-flow-scripts/flow DESIGN_CONFIG=/design/flow/config.mk WORK_HOME=/design/flow/orfs finish
</file>
<file path="design/flow/constraint.sdc">
current_design datapath

set clk_period 7.0
set clk_io_pct 0.2

create_clock -name clk0 -period $clk_period [get_ports {clk}]

set non_clock_inputs [all_inputs -no_clocks]
set_input_delay [expr $clk_period * $clk_io_pct] -clock clk0 $non_clock_inputs
set_output_delay [expr $clk_period * $clk_io_pct] -clock clk0 [all_outputs]
</file>
<file path="design/flow/design.v">
`timescale 1ns / 1ps
module pc (
    input clk,
    input reset,
    input [7:0] pc_next,
    output reg [7:0] pc_out
);
    always @(posedge clk or posedge reset) begin
        if (reset)
            pc_out <= 8'd0;
        else
            pc_out <= pc_next;
    end
endmodule
`timescale 1ns / 1ps
module alu (
    input [2:0] opcode,
    input [7:0] operand1,   
    input [7:0] operand2,   
    output reg [7:0] result
);
always @(*) begin
    case (opcode)
        3'b000: result = operand1 + operand2;  
        3'b001: result = operand1 - operand2;  
        3'b010: result = operand1 & operand2;  
        3'b011: result = operand1 | operand2;  
        3'b100: result = operand2;             
        default: result = 8'b0;
    endcase
end
endmodule
`timescale 1ns / 1ps
module control_unit (
    input [2:0] opcode,
    output reg alu_src,      
    output reg reg_write     
);
always @(*) begin
    case (opcode)
        3'b000: begin  
            alu_src = 0;
            reg_write = 1;
        end
        3'b001: begin  
            alu_src = 0;
            reg_write = 1;
        end
        3'b010: begin  
            alu_src = 0;
            reg_write = 1;
        end
        3'b011: begin  
            alu_src = 0;
            reg_write = 1;
        end
        3'b100: begin  
            alu_src = 1;
            reg_write = 1;
        end
        3'b111: begin  
            alu_src = 0;
            reg_write = 0;
        end
        default: begin
            alu_src = 0;
            reg_write = 0;
        end
    endcase
end
endmodule
module datapath (
    input clk,
    input rst,
    output [7:0] instruction,
    output [7:0] alu_result,
    output [7:0] pc_value
);
    wire [7:0] instr;
    wire [2:0] opcode, rs;
    wire [1:0] rd;
    wire [7:0] imm;
    wire [7:0] reg_data1, reg_data2;
    wire [7:0] alu_in2;
    wire [7:0] alu_out;
    wire alu_src;
    wire reg_write;
    wire [7:0] pc_addr;
    wire [7:0] pc_next;
    assign pc_next = pc_addr + 1;  
    assign instruction = instr;
    assign alu_result = alu_out;
    assign pc_value = pc_addr;
    pc pc_inst (
        .clk(clk),
        .reset(rst),
         .pc_next(pc_next),
        .pc_out(pc_addr)
    );
    instr_mem imem (
        .addr(pc_addr),
        .instr(instr)
    );
    decoder decode (
        .instr(instr),
        .opcode(opcode),
        .rd(rd),
        .src(rs),
        .imm(imm)
    );
    control_unit ctrl (
        .opcode(opcode),
        .alu_src(alu_src),
        .reg_write(reg_write)
    );
    registers reg_file (
        .clk(clk),
        .rst(rst),
        .read_reg1(rs[1:0]),
        .read_reg2(rd),
        .write_reg(rd),
        .write_data(alu_out),
        .reg_write(reg_write),
        .read_data1(reg_data1),
        .read_data2(reg_data2)
    );
    assign alu_in2 = (alu_src == 1) ? imm : reg_data2;
    alu alu_inst (
        .opcode(opcode),
        .operand1(reg_data1),
        .operand2(alu_in2),
        .result(alu_out)
    );
endmodule
`timescale 1ns / 1ps
module decoder (
    input [7:0] instr,
    output [2:0] opcode,
    output [1:0] rd,
    output [2:0] src,
    output [7:0] imm 
);
    assign opcode = instr[7:5];   
    assign rd     = instr[4:3];   
    assign src    = instr[2:0];   
    assign imm = {5'b0, instr[2:0]};
endmodule
`timescale 1ns / 1ps
module instr_mem (
    input [7:0] addr,
    output reg [7:0] instr
);
    always @(*) begin
        case (addr)
            8'd0: instr = 8'b000_01_00;  
            8'd1: instr = 8'b001_10_01;  
            8'd2: instr = 8'b010_11_10;  
            8'd3: instr = 8'b011_00_11;  
            8'd4: instr = 8'b100_01_000;  
            default: instr = 8'b11100000;   
        endcase
    end
endmodule
module registers (
    input clk,
    input rst,
    input reg_write,
    input [1:0] read_reg1, read_reg2,
    input [1:0] write_reg,
    input [7:0] write_data,
    output [7:0] read_data1, read_data2
);
    reg [7:0] regfile [3:0];   
    assign read_data1 = regfile[read_reg1];
    assign read_data2 = regfile[read_reg2];
    integer i;
    always @(posedge clk) begin
        if (rst) begin
            regfile[0] <= 8'd5;
            regfile[1] <= 8'd10;
            regfile[2] <= 8'd20;
            regfile[3] <= 8'd30;
        end else if (reg_write) begin
            regfile[write_reg] <= write_data;
        end
    end
endmodule
</file>
<file path="design/flow/config.mk">
export PLATFORM = sky130hd
export DESIGN_NAME = datapath
export DESIGN_NICKNAME = datapath
export VERILOG_FILES = /design/flow/design.v
export SDC_FILE = /design/flow/constraint.sdc
export NUM_CORES = 4
export LEC_CHECK = 1
export CORE_UTILIZATION = 40
</file>
==> out/metrics.cfg <==
[worst_setup_path]
critPathLaunchType=register
cp_data_arrival_time_ns=5.09
cp-end-kind=output pin
worstPathMaxFanout=6
critical_path_class=reg -> out
r2r-end=reg_file.regfile[0][7]
r2r_setup_slack_ns=2.35
rr_worst_depth=15
cpMaxStageDelayCell=or4_4
cp.required_ns=5.60
cpPeakStageDelay_ns=0.60
critPathLaunch=pc_inst.pc_out[3]
crit_end=alu_result[7]
worst_r2r_startpoint=pc_inst.pc_out[3]
crit_chain=or4_4 -> or4b_1 -> inv_1 -> mux2_2 -> o21ai_1 -> ha_1 -> a21oi_1 -> ha_1 -> nor2b_1 -> o21ai_0 -> a21oi_1 -> o41ai_2 -> xnor2_1 -> xnor2_2 -> nor2_1 -> clkdlybuf4s50_1

[global_route]
grt_pass1_vias=2157
antenna_found_initial=0
grtUsageTotal=0.2161
grt_max_degree=20
grt_pass1_wl_um=11320
overflow=0

[job]
openroad.warnings=29
drv_cap=0

[yosys]
async_reset_ff_frac=0.2000
avgSynthCellArea_um2=9.580
edf_count=32
yosys-stat-area_mm2=0.002759
topCellsByArea=edfxtp_1, dfrtp_1, ha_1
ys.flops=40
syn_area_mm2=0.002759
synth_stat.cells=288
top_area_frac=0.3483
flop_cell=edfxtp_1
yosys_warnings=5
ys_seq_frac=0.4209
yosysTopAreaCell=edfxtp_1
synthCells=288
synth_cell_type_count=48

[sta]
slew-limit-headroom=0.5463
timing.final.crit_share=0.9277
min_period_ns=6.494
slew_viol_final=0
setup_viol_count_final=0
fin_setup_tns_ns=0
worstMarginPinSlew_ns=0.6780
max_freq_mhz=154.0
rsz0062_at_grt=false
fin_hold_ws_ns=0.5318
skew_ns=0.01119
finalHoldViolations=0

[pwr]
power_density_mw_per_mm2=151.9
ir_worst_vdd_mv=0.1006
leakage_nw=1.250
total_power_mw=0.4939

[final_layout]
final_util=0.5007
drive_gt1_frac=0.1308
syn2layout_area_growth_pct=17.87
comb_area_mm2=0.001475
fillers=598
regArea_mm2=0.001161

[status]
outcome=complete, no violations

[clocking]
root_buffer=clkbuf_8
clockBufferDepth=2
ctsResizeCount=0
cts-buffers-inserted=5
cts_setup_buffers=0
cts.sinks=40
htree_levels=2
postCtsHoldBufs=0
cts_tree=done
clk_pin_slew_ns=0.09
clock.latency.late_pin_ns=0.30

[die]
design.die.area_mm2=0.007234
coreArea_mm2=0.006495
dieHeight_um=85.05
die_w_um=85.05
fp_util=0.4248
num_rows=29
ios=26

[route]
vias_per_cell=5.651
firstDrtPassIters=4
wire_per_inst_um=17.86
n_antenna_cell=0
drc_errors=0
routed-via-count=2249
drt_wl_total_um=7108
drt_iter0_drc=142
drtAntennaViolNets=0

[placement]
hpwl_um=5117
gp_congestion=0.8905
io_buffers=25

[min_path]
min_path_type=reg -> reg

synthesized netlist by cell type (4+ instances only):
cell	number
edfxtp_1	32
o21ai_0	16
buf_1	4
nor2_1	37
mux2_2	5
nand2_1	32
nor3_1	10
a21o_1	7
a21oi_1	15
or2_2	4
a31oi_1	4
a221o_1	5
dfrtp_1	8
ha_1	13
xor2_1	7
clkbuf_1	4
nand3_1	7
xnor2_1	10
nand4_1	4
mux2i_1	9
inv_1	15
logic make-up after synthesis:
family	share of synthesized area
AND-OR/OR-AND	0.1574
flip-flops	0.4209
multiplexers	0.05306
buffers and inverters	0.04716
XOR/XNOR	0.05986
AND/OR/NAND/NOR	0.1955
adder cells (fa/ha/maj)	0.06621
critical path, delay by kind of cell, from the launching register on:
kind            cells  cell delay, ns
simple gates        4            1.37
compound gates      5            1.13
buf+inv             2            0.57
fa+ha+maj           2            0.56
flops               1            0.45
xor+xnor            2            0.39
mux                 1            0.33
per-layer routing:
metal,track usage,up-vias,wire (µm)
met1,0.3511,1064,3252
met5,0,-,0
li1,-,1099,-
met4,0.03390,0,144
met3,0.04344,13,472
met2,0.3240,73,3238
worst min path at each step:
| stage | start | end | slack (ns) | cells after the start |
|---|---|---|---|---|
| after CTS | pc_inst.pc_out[7] | pc_inst.pc_out[7] | 0.53 | 1 |
| after global routing | pc_inst.pc_out[7] | pc_inst.pc_out[7] | 0.56 | 1 |
| final | pc_inst.pc_out[7] | pc_inst.pc_out[7] | 0.53 | 1 |
registers in the layout (all words and copies together), names as in the netlist:
name,cells
pc_inst.pc_out,8
reg_file.regfile,32
layout make-up:
class                   instances  area share
clock inverters                 3     0.01308
clock buffers                   5     0.02116
well taps                      77     0.02963
flip-flops and latches         40      0.3571
repair buffers                 38      0.1070
multi-input cells             219      0.4536
inverters                      16     0.01847
stage by stage:
step	worst slack, ns	cell area [µm²]	cells
final	0.5058	3252	398
after global routing	0.1658	3252	398
after CTS	0.1582	3244	398
after detailed placement	0.5450	3133	390
after global placement	0.7444	3133	390
after floorplan	1.271	2759	288
cells in the final DEF (no fill, tap or decap), types with 8 or more instances in the layout:
master,instances
a21oi_1,15
buf_4,13
clkdlybuf4s50_1,25
dfrtp_1,8
edfxtp_1,32
ha_1,13
inv_1,15
mux2i_1,9
nand2_1,32
nor2_1,37
nor3_1,10
o21ai_0,15
xnor2_1,10
power by group:
group	total, mW	switching [mW]	leakage [nW]	internal (mW)
Clock	0.191	0.0856	0.0541	0.106
Sequential	0.266	0.00353	0.408	0.262
Combinational	0.0370	0.0221	0.788	0.0150
Total	0.494	0.111	1.25	0.383
Power is estimated from default activity; no workload was simulated.
