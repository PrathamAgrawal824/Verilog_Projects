==> /design/flow/design.v <==
`timescale 1ns / 1ps
module Traffic_sys(north_light,west_light,south_light,east_light,clk,reset);
   output reg [2:0] north_light,west_light,south_light,east_light; 
   input      clk;
   input      reset;
   reg [2:0] state;
   parameter [2:0] north=3'b000, north_yellow=3'b001, west=3'b010, west_yellow=3'b011, 
   east=3'b100, east_yellow=3'b101, south=3'b110, south_yellow=3'b111;
   reg [3:0] count;
   always @(posedge clk, posedge reset)
     begin
        if (reset)
            begin
                state=north;
                count =3'b0000;
            end
        else
            begin
                case (state)
                north :
                    begin
                        if (count==4'b1111)
                            begin
                            count=4'b0000;
                            state=north_yellow;
                            end
                        else
                            begin
                            count=count+4'b0001;
                            state=north;
                            end
                    end
                north_yellow :
                    begin
                        if (count==4'b0011)
                            begin
                            count=4'b0000;
                            state=west;
                            end
                        else
                            begin
                            count=count+4'b0001;
                            state=north_yellow;
                        end
                    end
               south :
                    begin
                        if (count==4'b1111)
                            begin
                            count=4'b0000;
                            state=south_yellow;
                            end
                        else
                            begin
                            count=count+4'b0001;
                            state=south;
                        end
                    end
            south_yellow :
                begin
                    if (count==4'b0011)
                        begin
                        count=4'b0000;
                        state=east;
                        end
                    else
                        begin
                        count=count+4'b0001;
                        state=south_yellow;
                        end
                    end
            east :
                begin
                    if (count==4'b1111)
                        begin
                        count=4'b0000;
                        state=east_yellow;
                        end
                    else
                        begin
                        count=count+4'b0001;
                        state=east;
                        end
                    end
            east_yellow :
                begin
                    if (count==4'b0011)
                        begin
                        count=4'b0000;
                        state=north;
                        end
                    else
                        begin
                        count=count+4'b0001;
                        state=east_yellow;
                        end
                    end
            west :
                begin
                    if (count==4'b1111)
                        begin
                        state=west_yellow;
                        count=4'b0000;
                        end
                    else
                        begin
                        count=count+4'b0001;
                        state=west;
                        end
                    end
            west_yellow :
                begin
                    if (count==4'b0011)
                        begin
                        state=south;
                        count=3'b0000;
                        end
                    else
                        begin
                        count=count+4'b0001;
                        state=west_yellow;
                        end
                    end
            endcase  
        end  
    end 
always @(state)
     begin
         case (state)
            north:
                begin
                    north_light = 3'b001;
                    south_light = 3'b100;
                    east_light = 3'b100;
                    west_light = 3'b100;
                end 
            north_yellow :
                begin
                    north_light = 3'b010;
                    south_light = 3'b100;
                    east_light = 3'b100;
                    west_light = 3'b100;
                end 
            south :
                begin
                    north_light = 3'b100;
                    south_light = 3'b001;
                    east_light = 3'b100;
                    west_light = 3'b100;
                end 
            south_yellow :
                begin
                    north_light = 3'b100;
                    south_light = 3'b010;
                    east_light = 3'b100;
                    west_light = 3'b100;
                end 
            west :
                begin
                    north_light = 3'b100;
                    south_light = 3'b100;
                    east_light = 3'b100;
                    west_light = 3'b001;
                end 
            west_yellow :
                begin
                    north_light = 3'b100;
                    south_light = 3'b100;
                    east_light = 3'b100;
                    west_light = 3'b010;
                end 
            east :
                begin
                    north_light = 3'b100;
                    south_light = 3'b100;
                    east_light = 3'b001;
                    west_light = 3'b100;
                end 
            east_yellow :
                begin
                    north_light = 3'b100;
                    south_light = 3'b100;
                    east_light = 3'b010;
                    west_light = 3'b100;
                end 
            endcase 
     end 
endmodule
==> /design/flow/run.sh <==
#!/bin/bash
# OpenROAD 26Q1-2900-gdf79404cd8, Yosys 0.63+post, stock flow scripts
make -C /OpenROAD-flow-scripts/flow DESIGN_CONFIG=/design/flow/config.mk WORK_HOME=/design/flow/orfs finish
==> /design/flow/config.mk <==
export PLATFORM = sky130hd
export DESIGN_NAME = Traffic_sys
export DESIGN_NICKNAME = Traffic_sys
export VERILOG_FILES = /design/flow/design.v
export SDC_FILE = /design/flow/constraint.sdc
export NUM_CORES = 4
export LEC_CHECK = 1
export CORE_AREA = 10 10 70 70
export DIE_AREA = 0 0 80 80
==> /design/flow/constraint.sdc <==
current_design Traffic_sys

set clk_period 1.9
set clk_io_pct 0.2

create_clock -name clk0 -period $clk_period [get_ports {clk}]

set non_clock_inputs [all_inputs -no_clocks]
set_input_delay [expr $clk_period * $clk_io_pct] -clock clk0 $non_clock_inputs
set_output_delay [expr $clk_period * $clk_io_pct] -clock clk0 [all_outputs]
==> run summary <==
Final WS setup - 0.0494 ns
Yosys warnings - 1
Iteration tally of the first detailed-router pass - 2
Comb gate area - 328 sq um
Cell taking the most area after synthesis - dfrtp_1
Clk latency of the worst-skew pair - 0.24 ns
Fp util - 15.5%
First-pass GRT wire length - 1810 um
Worst path required time - 1.52 ns
Period utilisation layout - 97.4%
Vias in the first global route - 381
CTS buffer count - 3
Setup slack after placement - 0.154 ns
CP Capture Type - output pin
Die Y - 80 um
Final hold slack - 0.360 ns
FP Rows - 21
Htree depth - 1
DP Area - 704 sq um
YS chip area - 528 sq um
Least-Margin Pin Slew - 0.266 ns
OpenROAD warnings - 30
Power Dens Cells - 352 nW/um^2
Post-route DRC violation count - 0
Synth flops - 7
Count of library flops with an enable pin - 0
Initial DRC Count - 37
Top cells, area - dfrtp_1 33%, ha_1 14%, inv_1 5.7%, nand4bb_4 5.2%, nand2b_1 4.7%
Clock sink total - 7
Final slew viol count - 0
Max-Cap Viols - 0
CTS Hold Buffers Added - 0
Area of the mapped netlist - 528 sq um
Cell count after synthesis - 57
Maximum vdd drop - 192 uV
Total Wirelength - 1090 um
Worst stage delay on the critical path - 0.46 ns
RD Place Congestion - 0.775
Slew margin rel. - 82.2%
I/O pin cnt - 14
Leakage power - 0.383 nW
Core ar. - 3420 sq um
Critical path peak fanout - 9
Layout cell share with drive strength beyond 1 - 26.0%
Initial antenna violation count - 0
Area Growth Syn to Fin - 51.4%
Library cells used by synthesis - 26
Die x size - 80 um
Crit path launch type - register
RSZ-0062 raised after global routing - yes
Final ANT Viol Nets - 0
CTS Buffer Depth - 2
Commonest flop - dfrtp_1
Port Buffers - 13
Global route overflow - 0
Diode count - 0
CTS root buf - clkbuf_4
# fillers - 373
Post-Route Skew - 0.00791 ns
Die area - 6400 sq um
Status - completed
Hold Path Class - input port to asynchronous set/reset pin
Clock transition at path regs - 0.05 ns
Post-layout util - 23.4%
Wirelength per Cell - 8.88 um
Max Clk Rate - 540 MHz
Total Routing Usage GR - 3.42%
Critical path arrival - 1.47 ns
Crit Path Category - register to output pin
Setup TNS - 0 ns
Worst path slowest cell - dfrtp_2
Worst path cell trace - nor2_1 > and2_1 > clkdlybuf4s50_1
Largest type area fraction - 33.2%
Post-Syn Area per Cell - 9.26 sq um
Via/cell ratio - 3.60
Sequential share of the synthesized area - 33.2%
Final Critical Period - 1.85 ns
Synth async-reset ratio - 100%
CTS tree - built
# Cells Yosys - 57
Top-count cell post-synth - inv_1
# setup viols final - 0
Commonest cells in the netlist - 8 x inv_1, 7 x dfrtp_1, 6 x ha_1, 4 x nand2_1, 4 x nand2b_1
Hold Fails Final Rpt - 0
Routed vias - 443
Post-route cell area - 800 sq um
Largest net degree at the start of global routing - 12
Hpwl dp - 887 um
Total area of sequential cells - 179 sq um
==> worst max-delay path: cells and delay by family, from the launching register on <==
family / cells / cell delay [ns]
buf+inv: 1 / 0.46
flops: 1 / 0.46
simple gates: 2 / 0.31
==> through the flow <==
step	instances	total power, mW
final	123	0.282
after global routing	123	0.303
after CTS	119	0.288
after detailed placement	115	0.157
after global placement	115	0.157
after floorplan	57	0.154
==> kinds of logic (layout without fill, tap and decap cells) <==
logic type | Yosys count | count (layout) | share of synthesized area, %
mux | 2 | 2 | 4.03
fa+ha+maj | 6 | 6 | 14.2
compound gates | 10 | 10 | 12.8
buf+inv | 10 | 30 | 9.24
simple gates | 22 | 22 | 26.5
flops | 7 | 7 | 33.2
==> final cells by class <==
cell class              instances  share of cell area, %
multi-input cells              40                   41.0
flip-flops and latches          7                   22.4
repair buffers                 18                   22.4
well taps                      46                   7.20
inverters                       8                   3.76
clock buffers                   4                   3.29
==> placed cells by master, fill, tap and decap left out, types with 2 or more instances in the layout <==
cell type        count
inv_2                2
o21ai_0              2
nand2_1              4
ha_1                 4
ha_2                 2
a21oi_1              2
dfrtp_1              4
nand2b_1             3
and3_1               3
clkbuf_4             3
dlymetal6s2s_1       3
dfrtp_2              3
buf_4                4
clkdlybuf4s50_1     10
inv_1                6
nor2_1               3
==> final timing paths <==
check	start	cells past startpoint	to	slack, ns
max	state[1]	3	north_light[1]	0.05
min	reset	2	count[2]	0.36
max reg2reg	state[1]	5	state[0]	0.34
min reg2reg	count[0]	1	count[0]	0.46
max in group asynchronous	reset	2	state[0]	1.30
min in group clk0	count[0]	1	count[0]	0.46
==> per-layer routing <==
layer | share of wire (%) | GRT usage (%) | up-vias | routed length, um
met1 | 46 | 4.86 | 201 | 503
met4 | 0 | 0.528 | 0 | 0
met5 | 0 | 0 | - | 0
li1 | - | - | 235 | -
met3 | 7.0 | 2.05 | 0 | 76
met2 | 47 | 4.33 | 7 | 512
==> registers in the layout (all words and copies together), names as in the netlist <==
| name | count |
|---|---|
| count | 4 |
| state | 3 |
==> report_power, final <==
group          leakage, nW  internal, mW  switching (mW)  total [mW]
clock               0.0150        0.0797          0.0477       0.127
sequential          0.0805         0.149               0       0.149
combinational        0.287       0.00191         0.00294     0.00485
==> repair_timing <==
item / in CTS / in global routing
pin swaps: 0 / 1
setup endpoints to repair: 8 / 9
resized: 5 / 11
buffers inserted: 0 / 4
Power figures rest on the tool's default switching activity, not on a simulated workload.
